`/design/flow/run.sh`:
```
#!/bin/bash
# OpenROAD 26Q1-2900-gdf79404cd8, Yosys 0.63+post, stock flow scripts
make -C /OpenROAD-flow-scripts/flow DESIGN_CONFIG=/design/flow/config.mk WORK_HOME=/design/flow/orfs finish
```
`/design/flow/config.mk`:
```
export PLATFORM = sky130hd
export DESIGN_NAME = blink_validity
export DESIGN_NICKNAME = blink_validity
export VERILOG_FILES = /design/flow/design.v
export SDC_FILE = /design/flow/constraint.sdc
export NUM_CORES = 4
export LEC_CHECK = 1
export CORE_AREA = 10 10 70 70
export DIE_AREA = 0 0 80 80
```
`/design/flow/constraint.sdc`:
```
current_design blink_validity

set clk_period 1.0
set clk_io_pct 0.2

create_clock -name clk0 -period $clk_period [get_ports {clk}]

set non_clock_inputs [all_inputs -no_clocks]
set_input_delay [expr $clk_period * $clk_io_pct] -clock clk0 $non_clock_inputs
set_output_delay [expr $clk_period * $clk_io_pct] -clock clk0 [all_outputs]
```
`/design/flow/design.v`:
```
`timescale 1ns / 1ps
module blink_validity(
    input clk,
    input [15:0] led,
    input [15:0] switches,
    output reg Q
    );
    integer i;
    always_ff @ (posedge clk) begin
        Q <= 0;
        for (i=0; i <= 15; i=i+1) begin
            if (led[i] == 1 && switches[i] == 1) begin
                Q <= 1;
            end
        end
    end
endmodule
```
==> flow_metrics.tcl <==
# collected from the flow reports
set metrics [dict create \
    outcome "finished, final reports clean" \
    largest_reg_flops 1 \
    finalSetupViolations 0 \
    top_cell_area_share_pct 49.5 \
    rows 21 \
    grt_overflow_total 0 \
    power.net_switching_uw 41.2 \
    min_period_over_period_pct 95.9 \
    ys_cells 10 \
    track_usage_pct 3.21 \
    drtIter0Drc 1 \
    whs_ps 538 \
    combPwrFrac_pct 76.7 \
    intPower_uw 136 \
    crit_slowest_cell "a22o_1" \
    critPathCaptureType "flip-flop" \
    numSynthFlops 1 \
    fmax_mhz 1040 \
    critPathMaxFanout 1 \
    drc 0 \
    num_vias 244 \
    switching_share_pct 23.3 \
    required_ps 860 \
    layout_top_cell "dlygate4sd2_1" \
    postSynthCellCount 10 \
    crit_chain "buf_6, a22o_1, a221oi_2, nand4_1" \
    regMostFlops "Q" \
    holdBufCountCts 0 \
    grt_max_degree 2 \
    place_congestion 0.840 \
    antennaDiodeCount 0 \
    ant_nets 0 \
    critical_path_class "in2reg" \
    min_path_cells 4 \
    finalHoldViolCount 0 \
    area_leaders "a221oi_2 (49%), a22o_1 (29%), dfxtp_1 (16%)" \
    critPathArrivalTime_ps 820 \
    firstDrtPassIters 2 \
    final_max_slew_viol_count 0 \
    lay_top_cells "dlygate4sd2_1 (16), buf_2 (8), buf_6 (5), a221oi_2 (4), clkbuf_2 (3)" \
    crit_cells 4 \
    synth.cell_area_um2 121 \
    max_slew_margin_pct 87.3 \
    routedWlPerCell_um 12.6 \
    grt_pass1_wl_mm 1.58 \
    port_buffers 33 \
    pin_count 34 \
    core_mm2 0.00342 \
    seq_power_share_pct 23.3 \
    warning_count 29 \
    crit_path_max_incr_delay_ps 240 \
    avgSynthCellArea_um2 12.1 \
    hold_end "Q" \
    rsz0062_at_grt "true" \
    startpoint "switches[1]" \
    hold_path.class "in2reg" \
    power_frac_clock_pct 0 \
    setup_tns_ps 0 \
    worstMarginPinSlew_ps 191 \
    yosysChipArea_um2 121 \
    layout_min_cycle_time_ps 959 \
    cp_top_family "AND-OR/OR-AND gates" \
    fin_util_pct 13.4 \
    reg.largest.list "Q x1" \
    p_per_area_mw_per_mm2 386 \
    cap_violations 0 \
    core_util_floorplan_pct 3.55 \
    yosysSeqAreaShare_pct 16.5 \
    leakagePower_nw 0.208 \
    wl_mm 1.12 \
    viasPerCell 2.74 \
    yosysUniqueCellTypes 4 \
    ir_drop_mv 0.0765 \
    die_x_um 80 \
    syn2layout_area_growth_pct 277 \
    ys_warn_count 1 \
    grt_antenna_before_repair 1 \
    die_y_um 80 \
    path_clk_slew_ps 0 \
    die_area_mm2 0.00640 \
    crit_buf_inv 1 \
    yosysTopAreaCell "a221oi_2" \
    drive_above_1_share_pct 51.2 \
    min_from "switches[3]" \
    grt_pass1_vias 291 \
    cts_setup_buffers 0 \
    startpoint_type "primary input" \
]
-- logic make-up after synthesis --
kind of cell,after synthesis,share of synthesized area (%)
simple gates,1,5.16
flops,1,16.5
compound gates,8,78.3
-- area by class of cell --
type,instances,area [µm²]
flip-flops and latches,1,20.0
fillers,411,2960
well taps,46,57.6
repair buffers,33,262
multi-input cells,9,119
-- synth_stat cells --
| cell | n |
|---|---|
| a22o_1 | 4 |
| dfxtp_1 | 1 |
| a221oi_2 | 4 |
| nand4_1 | 1 |
-- worst min-delay path: stages --
cell      delay (ps)
buf_6             70
a22o_4           130
a221oi_2          30
nand4_1           70
-- worst max path at each step --
| stage | endpoint | slack [ps] |
|---|---|---|
| finish | Q | 40 |
| CTS | Q | 2 |
| global route | Q | -20 |
-- power by group through the flow --
stage                 clock network, mW  logic [mW]  registers (mW)
final                                 0       0.136          0.0413
after global routing                  0       0.148          0.0414
after CTS                             0       0.119          0.0413
-- what timing repair did --
item                       CTS  global route
hold endpoints to repair     0             0
gates cloned                 0             0
pin swaps                    9             5
resized                     62            10
setup endpoints to repair    1             1
-- through the flow --
step | setup WS, ps | power (mW) | cells | cell area, µm²
CTS | 1.77 | 0.161 | 89 | 424
global route | -17.1 | 0.189 | 89 | 458
finish | 41.1 | 0.177 | 89 | 458
detailed placement | -312 | 0.211 | 89 | 509
global placement | -306 | 0.212 | 89 | 509
floorplan | 200 | 0.0708 | 10 | 121
-- routing by layer --
metal | wire length (µm) | track usage (%) | share of wire [%] | vias up
li1 | - | - | - | 118
met5 | 13 | 0 | 1.2 | -
met1 | 529 | 3.96 | 47 | 92
met2 | 269 | 3.85 | 24 | 30
met4 | 2 | 0 | 0.18 | 2
met3 | 306 | 3.52 | 27 | 2
Power figures rest on the tool's default switching activity, not on a simulated workload.
