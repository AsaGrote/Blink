===== flow/design.v =====
`timescale 1ns / 1ps
module clk_div (
    input clk,
    input [3:0] score, 
    output logic sclk = 0
    );
    logic [29:0] count = 0;
    integer MAXCOUNT = (11 - score) * 3000000;
    always_ff @ (posedge clk)
    begin
        count = count + 2;
        if (count >= MAXCOUNT)
        begin
            count = 0;
            sclk = ~ sclk;
        end
    end
endmodule

===== flow/run.sh =====
#!/bin/bash
# OpenROAD 26Q1-2900-gdf79404cd8, Yosys 0.63+post, stock flow scripts
make -C /OpenROAD-flow-scripts/flow DESIGN_CONFIG=/design/flow/config.mk WORK_HOME=/design/flow/orfs finish

===== flow/config.mk =====
export PLATFORM = sky130hd
export DESIGN_NAME = clk_div
export DESIGN_NICKNAME = clk_div
export VERILOG_FILES = /design/flow/design.v
export SDC_FILE = /design/flow/constraint.sdc
export NUM_CORES = 4
export LEC_CHECK = 1
export CORE_UTILIZATION = 30

===== flow/constraint.sdc =====
current_design clk_div

set clk_period 5.7
set clk_io_pct 0.2

create_clock -name clk0 -period $clk_period [get_ports {clk}]

set non_clock_inputs [all_inputs -no_clocks]
set_input_delay [expr $clk_period * $clk_io_pct] -clock clk0 $non_clock_inputs
set_output_delay [expr $clk_period * $clk_io_pct] -clock clk0 [all_outputs]

==> flow_summary.json <==
{
  "status": "finished, violations left",
  "violated_checks": "setup timing",
  "cts_inserted_buffers": 5,
  "yosys.area.top_type": "ha_1",
  "die.size.y_um": 119,
  "filler_cell_count": 1247,
  "globalRouteTotalUtil_pct": 13.1,
  "buffer_ports.inserted": 5,
  "seq_area_um2": 611,
  "floorplan.io_pins": 6,
  "share_of_cells_above_drive_strength_1_pct": 24.6,
  "powerDensity_nw_per_um2": 372,
  "ctsHoldBuffers": 0,
  "path_class": "in -> reg",
  "mi_logic_area_um2": 3310,
  "cts_tree": "built",
  "r2r_cells": 12,
  "combinational_group_share_of_total_power_pct": 75.0,
  "fraction_of_synthesis_flops_using_an_asynchronous_set_or_reset_pin_pct": 0,
  "clk_root_buffer_cell": "clkbuf_16",
  "power.sequential.fraction_pct": 12.1,
  "cp-endpoint": "sclk$_DFFE_PP_",
  "required_ns": 5.69,
  "postSynth.topFlopCell": "dfxtp_1",
  "timing.critical_path.fanout_max": 8,
  "part_of_the_cycle_the_worst_path_needs_pct": 117,
  "worstSetupStartpointType": "primary input",
  "net-switching-power_uw": 818,
  "ant_nets": 0,
  "cellLeakagePower_uw": 0.00266,
  "antenna_cells_inserted": 0,
  "synth_area_um2": 4120,
  "tool_warnings": 39,
  "postSynthAreaPerCell_um2": 8.83,
  "postLayoutSetupSlackWorst_ns": -0.976,
  "finish.instance_area_um2": 5340,
  "slew_headroom_pct": 70.7,
  "rsz0062_at_grt": "true",
  "clkPwrFrac_pct": 12.9,
  "insertion_delay_late_pin_ns": 0.27,
  "final-hold-violation-count": 0,
  "post-synth-top-count-cell": "inv_1",
  "dpl_cell_area_um2": 4940,
  "timing.critical_path.to_type": "flip-flop",
  "r2r_end": "sclk$_DFFE_PP_",
  "internal-power_uw": 1170,
  "tritoncts_num_sinks": 30,
  "finClkSkew_ns": 0.00591,
  "core_utilization_at_floorplan_pct": 31.0,
  "gpl.final_weighted_congestion": 0.865,
  "cts_buffer_depth": 2,
  "finalSetupViolCount": 30,
  "die-area_um2": 14200,
  "number_of_flops_mapped_to_enable_cells_by_yosys": 1,
  "dpl.hpwl_um": 6960,
  "grt_pass1_vias": 3335,
  "cts_h_tree_lvls": 2,
  "power.ir.vdd_worst_v": 0.000215,
  "worstPathArrival_ns": 6.66,
  "synth-seq-cells": 30,
  "yosys_stat_chip_area_um2": 4120,
  "globalRouteOverflowTotal": 0,
  "synth_cell_type_count": 45,
  "total_drc_errors_in_the_routed_layout": 0,
  "synth.yosys.seq_area_share_pct": 14.8,
  "wl_per_cell_um": 11.3,
  "tightestPinTransition_ns": 0.436,
  "top_cells_by_count": "90 x inv_1, 82 x ha_1, 32 x xnor2_1",
  "r2r_setup_slack_ns": 2.31,
  "yosys-stat-cells": 466,
  "grt_start_max_net_pins": 16,
  "yosys_warnings": 1,
  "core_um2": 13300,
  "synth.top_cell.area_share_pct": 24.9,
  "route.detailed.vias_per_inst": 4.38,
  "crit_start": "score[3]",
  "first_iter_violations": 55,
  "floorplan.rows": 42,
  "grt_pass1_wl_um": 15000,
  "finish.utilization_pct": 40.2,
  "final_max_slew_viol_count": 0,
  "achievable_clock_frequency_mhz": 150,
  "post_synth_inst_count": 466,
  "dieWidth_um": 119,
  "critical_path.reg2reg.startpoint": "count[5]$_SDFF_PP0_",
  "yosys-top-cells-area": "ha_1 25%, fa_1 15%, dfxtp_1 14%",
  "drt-total-wl_um": 8270,
  "sw_frac_of_total_pct": 41.1,
  "finalCriticalPeriod_ns": 6.68,
  "drv.max_cap_violation_count": 0,
  "via_count": 3196,
  "antenna_violations_before_repair": 0,
  "clk_pin_slew_ns": 0.05,
  "firstDrtPassIters": 4,
  "timing.hold.worst.class": "reg -> reg",
  "area_growth_syn_to_layout_pct": 29.8
}
## cell families (layout without fill, tap and decap cells)
kind of cell / after synthesis / after routing / share of synthesized area (%)
flops: 30 / 30 / 14.8
buf+inv: 99 / 186 / 9.15
fa+ha+maj: 112 / 112 / 39.5
xor+xnor: 51 / 51 / 11.0
mux: 1 / 1 / 0.274
simple gates: 116 / 116 / 16.6
compound gates: 57 / 57 / 8.60
## layout make-up
cell class / instances / share of cell area, %
clock buffer: 7 / 2.67
clock inverter: 1 / 0.0937
inverter: 90 / 6.49
multi-input combinational: 337 / 62.0
sequential: 30 / 11.4
tap: 176 / 4.12
timing repair buffer: 88 / 13.2
## placed cells by master, fill, tap and decap left out, drive strengths merged, types with 7 or more instances in the layout
master  instances
fa             30
a21oi          18
nand4          14
o21ai          13
nor2b          26
nor2           19
dfxtp          29
ha             82
nand3          13
buf            86
inv            89
xnor2          32
clkbuf          7
nand2          22
xor2           19
a21o            9
## power groups by stage
stage / clock, µW / sequential (µW) / combinational (µW)
4_1_cts: 259 / 241 / 1470
5_1_grt: 271 / 243 / 1690
6_report: 256 / 241 / 1490
## sequential cells by signal (all words and copies together), names as in the netlist
signal and cells:
sclk 1, count 29
## stage by stage
step | instances | setup TNS (ns) | setup WS, ns | power [µW] | hold slack [ns]
final | 729 | -28.58 | -0.976 | 1990 | 0.441
after global routing | 729 | -35.89 | -1.22 | 2200 | 0.480
after CTS | 728 | -28.15 | -0.963 | 1970 | 0.455
after detailed placement | 708 | -59.29 | -2.02 | 1570 | 0.440
after global placement | 708 | -55.96 | -1.90 | 1540 | 0.420
after floorplan | 466 | -36.06 | -1.31 | 1110 | 0.402
## worst max-delay path: stages
cell and delay, ns:
buf_8 0.08, clkinvlp_4 0.11, ha_4 0.30, inv_4 0.04, ha_4 0.16, inv_4 0.05
ha_4 0.19, fa_1 0.55, inv_2 0.05, fa_1 0.52, inv_2 0.04, fa_1 0.49
fa_1 0.53, inv_2 0.05, ha_4 0.25, a21o_1 0.20, a21o_1 0.19, a21oi_2 0.12
o21ai_1 0.08, xnor2_1 0.13, ha_1 0.30, nand4_1 0.12, or4_1 0.43, nor4_2 0.18
o21ai_2 0.11, o311ai_4 0.10, buf_12 0.17
## worst min path at each step
stage / startpoint / to / slack [ns] / cells after the start
finish: count[1]$_SDFF_PP0_ / count[1]$_SDFF_PP0_ / 0.44 / 1
global route: count[1]$_SDFF_PP0_ / count[1]$_SDFF_PP0_ / 0.48 / 1
CTS: count[1]$_SDFF_PP0_ / count[1]$_SDFF_PP0_ / 0.46 / 1
## metal layers
layer / vias to the layer above / GRT usage, % / part of all wire (%)
met1: 1455 / 18.6 / 52
met3: 13 / 1.13 / 1.3
met5: - / 0 / 0
met4: 0 / 1.90 / 1.8
li1: 1701 / - / -
met2: 27 / 22.2 / 45
## repair_timing
action | in CTS | in global routing
cloned | 2 | 0
setup endpoints to repair | 30 | 30
buffers inserted | 10 | 1
pin swaps | 36 | 2
resized | 44 | 7
Power is estimated from default activity; no workload was simulated.
