==> flow/design.v <==
`timescale 1ns / 1ps
module led_FSM(
    input clk,
    input reset,
    output logic [15:0] led
    );
    logic [4:0] NS;
    logic [4:0] PS = START;
    parameter [4:0] START = 4'b0000, ST1 = 4'b0001, ST2= 4'b0010, ST3 = 4'b0011, ST4 = 4'b0100, ST5 = 4'b0101, ST6 = 4'b0110, ST7 = 4'b0111, ST8 = 4'b1000, ST9 = 4'b1001, ST10 = 4'b1010, ST11 = 4'b1011, ST12 = 4'b1100, ST13 = 4'b1101, ST14 = 4'b1110, ST15 = 4'b1111;
    always_ff @ (posedge clk, posedge reset)  
    begin
        if (reset) PS = START;  
        else PS = NS;
    end
    always_comb
    begin
    led <= 16'b0000000000000001;
    case (PS)
        START:
        begin
            led <= 16'b0000000000000001;  
            begin
                NS = ST1;
            end
         end
         ST1:
         begin
            led <= 16'b0000000000000010;
            begin
                NS = ST2;
            end
         end
         ST2:
         begin
            led <= 16'b0000000000000100;
            begin
                NS = ST3;
            end
         end
         ST3:
         begin
            led <= 16'b0000000000001000;
            begin
                NS = ST4;
            end
         end
         ST4:
         begin
            led <= 16'b0000000000010000;
            begin
                NS = ST5;
            end
         end
         ST5:
         begin
            led <= 16'b0000000000100000;
            begin
                NS = ST6;
            end
         end
         ST6:
         begin
            led <= 16'b0000000001000000;
            begin
                NS = ST7;
            end
         end
         ST7:
         begin
            led <= 16'b0000000010000000;
            begin
                NS = ST8;
            end
         end
         ST8:
         begin
            led <= 16'b0000000100000000;
            begin
                NS = ST9;
            end
         end
         ST9:
         begin
            led <= 16'b0000001000000000;
            begin
                NS = ST10;
            end
         end
         ST10:
         begin
            led <= 16'b0000010000000000;
            begin
                NS = ST11;
            end
         end
         ST11:
         begin
            led <= 16'b0000100000000000;
            begin
                NS = ST12;
            end
         end
         ST12:
         begin
            led <= 16'b0001000000000000;
            begin
                NS = ST13;
            end
         end
         ST13:
         begin
            led <= 16'b0010000000000000;
            begin
                NS = ST14;
            end
         end
         ST14:
         begin
            led <= 16'b0100000000000000;
            begin
                NS = ST15;
            end
         end
         ST15:
         begin
            led <= 16'b1000000000000000;
            begin
                NS = START;
            end
         end
         default:
            NS = START;
      endcase      
      end      
endmodule
==> flow/run.sh <==
#!/bin/bash
# OpenROAD 26Q1-2900-gdf79404cd8, Yosys 0.63+post, stock flow scripts
make -C /OpenROAD-flow-scripts/flow DESIGN_CONFIG=/design/flow/config.mk WORK_HOME=/design/flow/orfs finish
==> flow/config.mk <==
export PLATFORM = sky130hd
export DESIGN_NAME = led_FSM
export DESIGN_NICKNAME = led_FSM
export VERILOG_FILES = /design/flow/design.v
export SDC_FILE = /design/flow/constraint.sdc
export NUM_CORES = 4
export LEC_CHECK = 1
export CORE_AREA = 10 10 70 70
export DIE_AREA = 0 0 80 80
==> flow/constraint.sdc <==
current_design led_FSM

set clk_period 1.9
set clk_io_pct 0.2

create_clock -name clk0 -period $clk_period [get_ports {clk}]

set non_clock_inputs [all_inputs -no_clocks]
set_input_delay [expr $clk_period * $clk_io_pct] -clock clk0 $non_clock_inputs
set_output_delay [expr $clk_period * $clk_io_pct] -clock clk0 [all_outputs]
==> run summary <==
DP HPWL: 763 um
Initial Util: 0.0736
Commonest cells in the netlist: nor2_1 (9), nor3_1 (6), dfrtp_1 (4), nand2b_1 (4)
Worst-Margin Slew: 0.195 ns
Status: completed
Worst Path Arrival: 1.46 ns
Final slew viol count: 0
Tot GR Track Use: 0.0309
Remaining DRCs: 0
Max-cap violation count: 0
Startpoint types: flip-flop
Worst-skew pair later-pin latency: 0.24 ns
Data required, critical path: 1.52 ns
Yosys chip area: 251 sq um
Inserted Diodes: 0
Share of post-route cells with drive strength above 1: 0.462
Ys cells: 35
Sequential area share after synthesis: 0.398
Cells after synthesis: 35
Synthesized registers: 4
Count leader, synth: nor2_1
Antenna Nets Post-Route: 0
Row count: 21
Log Warnings: 26
Clock transition at path regs: 0.04 ns
Vias in the first global route: 350
Worst slew margin: 0.869
Max IR drop VDD: 0.105 mV
Vias after detailed routing: 356
Root Buffer: clkbuf_4
Min Tclk post-route: 1.84 ns
CTS tree: done
CTS Sinks: 4
Top cells by area: dfrtp_1 (40%), nor2_1 (13%), nor3_1 (12%)
TritonRoute pass-1 iters: 2
Total number of yosys warnings: 1
Die Y: 80 um
Avg WL per Cell: 10.5 um
Synth cell types: 10
Class of the worst hold path: primary input to async pin
Mapped Area: 251 sq um
Total power: 0.195 mW
Final Setup Violations: 0
Critical path fanouts, max: 7
Num ports: 18
Final setup margin: 0.0605 ns
Final wirelength: 1.17 mm
Final Hold Violation Tally: 0
Placer Congestion: 0.686
Period utilization: 0.968
Worst slack at placement: 0.120 ns
CTS buffer count: 3
IO buf count: 17
Core area: 3420 sq um
Top FF cell, synth: dfrtp_1
CP endpoint kind: output pin
Number of enable flip-flop cells: 0
Die Span X: 80 um
Fin Setup TNS: 0 ns
Via density per instance: 3.21
FFs w/ async S/R, synth: 1.00
Max reg flops: 4
Leak pwr: 0.365 nW
Largest net degree at the start of global routing: 9
Filler cell count: 371
Top-area cell share: 0.398
First-pass GRT wire length: 1.67 mm
WS Path Type: flip-flop to output pin
Synth Area per Inst: 7.19 sq um
PD cells: 295 nW/um^2
Initial antenna violation count: 0
DR iter-0 viols: 13
Yosys top cell by area: dfrtp_1
Synth-to-Final Area Change: 163%
Upper clock frequency limit: 0.544 GHz
H-tree Lvls: 1
Clk buf depth: 2
Overflow after GRT: 0
Total die size: 6400 sq um
Skew final: 0.00429 ns
## cell type report
class	count	area (sq um)	area share
Clock buffer	3	22.5	0.0341
Inverter	2	7.51	0.0114
Multi-Input combinational cell	26	186	0.282
Sequential cell	4	105	0.159
Tap cell	46	57.6	0.0871
Timing Repair Buffer	30	282	0.426
## final timing paths
path / endpoint / slack [ns] / cells past startpoint / from
max in group asynchronous: PS[1] / 1.40 / 2 / reset
setup reg to reg: PS[3] / 0.91 / 4 / PS[1]
setup / recovery: led[5] / 0.06 / 3 / PS[3]
hold reg to reg: PS[0] / 0.60 / 2 / PS[0]
min in group clk0: PS[0] / 0.60 / 2 / PS[0]
hold / removal: PS[2] / 0.33 / 2 / reset
## power breakdown
group	total, mW	internal (mW)	switching (mW)
clock network	0.106	0.0707	0.0350
registers	0.0856	0.0856	0
logic	0.00370	0.00193	0.00177
## stage by stage
stage / cell area [sq um] / std cells / utilization / hold WS (ns)
3_5_place_dp: 464 / 95 / 0.136 / 0.563
5_1_grt: 661 / 111 / 0.193 / 0.346
6_report: 661 / 111 / 0.193 / 0.331
3_3_place_gp: 464 / 95 / 0.136 / 0.564
4_1_cts: 562 / 104 / 0.164 / 0.339
2_1_floorplan: 251 / 35 / - / 0.146
## cells in the final DEF, fill, tap and decap left out, drive strengths merged
cell	Yosys	layout
buf	3	13
clkdlybuf4s50	0	10
nand2	3	3
xnor2	2	2
nor2	9	9
nand2b	4	4
inv	2	2
nor3	6	6
nor4	1	1
dfrtp	4	4
clkbuf	0	3
nand3	1	1
dlymetal6s2s	0	5
dlygate4sd2	0	2
## what timing repair did
item | 4_1_cts | 5_1_grt
buffers inserted | 6 | 7
gates resized | 13 | 12
hold buffers | 0 | 0
endpoints found under the setup margin | 16 | 14
gates cloned | 0 | 0
## cell families after synthesis
group | Yosys count | synth area share
XOR/XNOR | 2 | 0.0697
buffers and inverters | 5 | 0.0895
flip-flops | 4 | 0.398
AND/OR/NAND/NOR | 24 | 0.443
## per-layer routing
layer / GRT usage / wire length, um / vias up
met2: 0.0449 / 553 / 12
li1: - / - / 171
met1: 0.0408 / 521 / 171
met3: 0.00795 / 54 / 2
met4: 0.0158 / 40 / 0
met5: 0 / 0 / -
## critical path, stage by stage (launching register included)
cell and delay [ns]:
dfrtp_2 0.45, nand2b_4 0.18, nor2_1 0.12, clkdlybuf4s50_1 0.47
Power is estimated from default activity; no workload was simulated.
